`flow/config.mk`:
```
export PLATFORM = sky130hd
export DESIGN_NAME = SDRAM_ctrl
export DESIGN_NICKNAME = SDRAM_ctrl
export VERILOG_FILES = /design/flow/design.v
export SDC_FILE = /design/flow/constraint.sdc
export NUM_CORES = 4
export LEC_CHECK = 1
export CORE_UTILIZATION = 30
```
`flow/constraint.sdc`:
```
current_design SDRAM_ctrl

set clk_period 2.8
set clk_io_pct 0.2

create_clock -name clk0 -period $clk_period [get_ports {clk}]

set non_clock_inputs [all_inputs -no_clocks]
set_input_delay [expr $clk_period * $clk_io_pct] -clock clk0 $non_clock_inputs
set_output_delay [expr $clk_period * $clk_io_pct] -clock clk0 [all_outputs]
```
`flow/design.v`:
```
module SDRAM_ctrl(
	input clk,
	input RdReq,
	output RdGnt,
	input [21:0] Addr,
	output reg [15:0] RdData,
	output RdDataValid,
	input WrReq,
	output WrGnt,
	input [15:0] WrData,
	output SDRAM_CKE, SDRAM_WEn, SDRAM_CASn, SDRAM_RASn,
	output reg [12:0] SDRAM_A,
	output reg [1:0] SDRAM_BA,
	output reg [1:0] SDRAM_DQM = 2'b11,
	inout [15:0] SDRAM_DQ
);
assign SDRAM_CKE = 1'b1;
localparam [2:0] SDRAM_CMD_LOADMODE  = 3'b000;
localparam [2:0] SDRAM_CMD_REFRESH   = 3'b001;
localparam [2:0] SDRAM_CMD_PRECHARGE = 3'b010;
localparam [2:0] SDRAM_CMD_ACTIVE    = 3'b011;
localparam [2:0] SDRAM_CMD_WRITE     = 3'b100;
localparam [2:0] SDRAM_CMD_READ      = 3'b101;
localparam [2:0] SDRAM_CMD_NOP       = 3'b111;
reg [2:0] SDRAM_CMD = SDRAM_CMD_NOP;
assign {SDRAM_RASn, SDRAM_CASn, SDRAM_WEn} = SDRAM_CMD;
wire read_now  =  RdReq;   
wire write_now = ~RdReq & WrReq;   
reg [1:0] state=0;
reg ReadSelected=0;  always @(posedge clk) if(state==2'h0) ReadSelected <= read_now;
wire WriteSelected = ~ReadSelected;
wire ReadCycle = (state==2'h0) ? read_now : ReadSelected;
reg [21:0] AddrR=0;  always @(posedge clk) AddrR <= Addr;
wire SameRowAndBank = (Addr[19:8]==AddrR[19:8]);
assign RdGnt = (state==2'h0 &  read_now) | (state==2'h1 &  ReadSelected & RdReq & SameRowAndBank);
assign WrGnt = (state==2'h0 & write_now) | (state==2'h1 & WriteSelected & WrReq & SameRowAndBank);
always @(posedge clk)
case(state)
	2'h0: begin
		if(RdReq | WrReq) begin   
			SDRAM_CMD <= SDRAM_CMD_ACTIVE;   
			SDRAM_BA <= Addr[21:20];   
			SDRAM_A <= Addr[19:8];   
			SDRAM_DQM <= 2'b11;
			state <= 2'h1;
		end
		else
		begin
			SDRAM_CMD <= SDRAM_CMD_NOP;   
			SDRAM_BA <= 2'b00;
			SDRAM_A <= 0;
			SDRAM_DQM <= 2'b11;
			state <= 2'h0;
		end
	end
	2'h1: begin
		SDRAM_CMD <= ReadSelected ? SDRAM_CMD_READ : SDRAM_CMD_WRITE;
		SDRAM_BA <= AddrR[21:20];
		SDRAM_A[8:0] <= AddrR[7:0];   
		SDRAM_A[10] <= 1'b0;   
		SDRAM_DQM <= 2'b00;
		state <= (ReadSelected ? RdReq : WrReq) & SameRowAndBank ? 2'h1 : 2'h2;
	end
	2'h2: begin
		SDRAM_CMD <= SDRAM_CMD_PRECHARGE;   
		SDRAM_BA <= 2'b00;
		SDRAM_A <= 11'b100_0000_0000;   
		SDRAM_DQM <= 2'b11;
		state <= 2'h0;
	end
	2'h3: begin
		SDRAM_CMD <= SDRAM_CMD_NOP;
		SDRAM_BA <= 2'b00;
		SDRAM_A <= 0;
		SDRAM_DQM <= 2'b11;
		state <= 2'h0;
	end
endcase
localparam trl = 4;   
reg [trl-1:0] RdDataValidPipe;  always @(posedge clk) RdDataValidPipe <= {RdDataValidPipe[trl-2:0], state==2'h1 & ReadSelected};
assign RdDataValid = RdDataValidPipe[trl-1];
always @(posedge clk) RdData <= SDRAM_DQ;
reg SDRAM_DQ_OE = 1'b0;  always @(posedge clk) SDRAM_DQ_OE <= (state==2'h1) & WriteSelected;
reg [15:0] WrData1=0;  always @(posedge clk) WrData1 <= WrData;
reg [15:0] WrData2=0;  always @(posedge clk) WrData2 <= WrData1;
assign SDRAM_DQ = SDRAM_DQ_OE ? WrData2 : 16'hZZZZ;
endmodule
```
`flow/run.sh`:
```
#!/bin/bash
# OpenROAD 26Q1-2900-gdf79404cd8, Yosys 0.63+post, stock flow scripts
make -C /OpenROAD-flow-scripts/flow DESIGN_CONFIG=/design/flow/config.mk WORK_HOME=/design/flow/orfs finish
```
==> results.sh <==
# implementation run metrics
export IMPL_core_area_mm2=0.00741
export IMPL_hold_buffers=0
export IMPL_h_tree_depth=3
export IMPL_arrival_ns=2.15
export IMPL_drive_gt1_share_pct=11.7
export IMPL_fp_util_pct=31.7
export IMPL_vias_per_cell=3.84
export IMPL_ys_cells=152
export IMPL_ys_seq_share_pct=81.4
export IMPL_grt_setup_unrepaired="false"
export IMPL_antenna_found_initial=0
export IMPL_dr_pass1_iters=3
export IMPL_fin_setup_tns_ns=0
export IMPL_diodes=0
export IMPL_endpoint_kind="output port"
export IMPL_syn_to_final_growth_pct=47.8
export IMPL_grt_max_degree=15
export IMPL_start_kind="input port"
export IMPL_syn_cell_area_mm2=0.00235
export IMPL_fin_skew_ns=0.00704
export IMPL_cts_tree="done"
export IMPL_die_h_um=90.5
export IMPL_fmax_mhz=369
export IMPL_fp_row_count=31
export IMPL_io_buffer_count=78
export IMPL_fin_crit_sh_pct=96.9
export IMPL_clock_latency_ns=0.35
export IMPL_drc=0
export IMPL_final_hold_viol_count=0
export IMPL_synth_cells=152
export IMPL_cp_required_ns=2.24
export IMPL_grt_first_pass_wirelength_um=6030
export IMPL_drt_wl_total_um=3740
export IMPL_wl_per_cell_um=10.8
export IMPL_cp_max_fo=3
export IMPL_whs_ns=0.241
export IMPL_grt_pass1_vias=1256
export IMPL_grt_remaining_overflow=0
export IMPL_dp_hpwl_um=2690
export IMPL_dieArea_mm2=0.00818
export IMPL_synth_area_per_cell_um2=15.4
export IMPL_maxCapViolations=0
export IMPL_warnings=57
export IMPL_leakagePower_nw=1.45
export IMPL_die_w_um=90.5
export IMPL_yosysWarnings=2
export IMPL_yosys_cell_types_count=26
export IMPL_cts_buffers=9
export IMPL_synth_flops=94
export IMPL_ant_nets=0
export IMPL_dr_total_vias=1329
export IMPL_drv_slew=0
export IMPL_period_needed_ns=2.71
export IMPL_irDropWorstVdd_mv=0.301
export IMPL_cts_sinks=94
export IMPL_ios=97
export IMPL_place_gp_congestion=0.785
export IMPL_fin_util_pct=46.8
export IMPL_finalPower_w=0.00300
export IMPL_outcome="completed"
export IMPL_path_class="input port to output port"
export IMPL_setup_viol=0
export IMPL_clk_path_buf_depth=2
export IMPL_power_density_mw_per_mm2=865
export IMPL_cts_root_buf="clkbuf_8"
export IMPL_yosysChipArea_mm2=0.00235
export IMPL_path_clk_slew_ns=0.08
export IMPL_fill_cells=627
export IMPL_drtIter0Drc=44
export IMPL_grt_use_total_pct=9.71
export IMPL_hold_path_class="input port to flip-flop"
report_power, final:
group / switching, W / total [W] / internal (W) / leakage [nW]
clock network: 0.000416 / 0.000787 / 0.000371 / 0.0934
logic: 0.000171 / 0.000577 / 0.000406 / 0.555
registers: 0.0000804 / 0.00164 / 0.00156 / 0.797
state kept, by name, indices dropped and copies added, names as in the netlist:
name / cells
AddrR: 22
RdData: 16
SDRAM_DQ: 16
WrData1: 16
SDRAM_A: 12
RdDataValidPipe: 4
SDRAM_CMD: 3
SDRAM_BA: 2
state: 2
ReadSelected: 1
layer usage:
metal	wire length [um]	track usage, %	part of all wire (%)	up-vias
met5	0	0	0	-
met4	94	1.88	2.5	0
met3	424	5.47	11	10
met2	1590	14.2	42	64
met1	1630	13.0	44	575
li1	-	-	-	680
synth_stat cells, drive strengths merged:
master  instances  area share [%]
edfxtp          3             3.8
nand4           2            0.53
inv             2            0.32
nor4            1            0.91
nor3b           2            0.64
nor4b           1            0.37
nor2            7             1.2
conb            2            0.32
a31oi           1            0.27
a21o            1            0.32
dfxtp          91              78
and3b           1            0.37
a41o            1            0.48
xor2            4             1.5
buf             7             1.9
and3            1            0.27
and2            2            0.53
a21oi           1            0.21
xnor2           8             3.0
o31ai           1            0.32
a32o            1            0.43
nor3            1            0.43
mux2            1            0.48
a22o           10             3.7
cells in the final DEF, fill, tap and decap left out, types with 3 or more instances in the layout:
cell type         n
dfxtp_1          91
xor2_1            3
edfxtp_1          3
nor2_1            5
dlymetal6s2s_1    6
clkdlybuf4s50_1  71
clkbuf_8         11
xnor2_1           8
buf_4             8
a22o_1           10
logic make-up (layout without fill, tap and decap cells):
family          after synthesis  after routing  share of synthesized area (%)
compound gates               16             16                           5.76
xor+xnor                     12             12                           4.48
buf+inv                       9            104                           2.24
flops                        94             94                           81.5
mux                           1              1                          0.480
other cells                   2              2                          0.320
simple gates                 18             18                           5.28
worst max-delay path, stage by stage:
cell and delay, ns:
clkdlybuf4s50_1 0.50, xnor2_1 0.13, nand4_1 0.15, nor2_2 0.17
a41o_2 0.19, clkdlybuf4s50_1 0.45
through the flow:
stage               cell area (um^2)  setup slack [ns]  std cells
floorplan                       2350              1.02        152
global placement                3260          -0.00533        329
detailed placement              3260           -0.0110        329
CTS                             3440            0.0102        346
global route                    3470           0.00143        346
finish                          3470            0.0869        346
path summary, 6_finish.rpt:
path / startpoint / end / slack, ns / cells after the start
setup / recovery: Addr[11] / WrGnt / 0.09 / 6
hold / removal: SDRAM_DQ[4] / RdData[4] / 0.24 / 0
setup reg to reg: AddrR[17] / state[0] / 1.42 / 5
hold reg to reg: WrData1[7] / SDRAM_DQ[7] / 0.33 / 0
layout make-up:
type                       count  area [um^2]  share of cell area (%)
clock buffer                  13          159                    4.58
clock inverter                 3         18.8                   0.541
inverter                       2         7.51                   0.216
multi-input combinational     49          393                    11.3
sequential                    94         1910                    55.1
tap                           99          124                    3.57
timing repair buffer          86          855                    24.6
timing repair:
item	in CTS	in global routing
resized	1	8
endpoints found under the setup margin	2	2
pin swaps	2	4
gates cloned	0	0
setup buffers	1	0
Power figures rest on the tool's default switching activity, not on a simulated workload.
